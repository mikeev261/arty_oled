`design.v`:
```
`timescale 1ns / 1ps
module debounce (
  sclk,
  resetn,
  signal_in, 
  signal_out
  );
  parameter WIDTH = 1;
  input sclk;
  input resetn;
  input [WIDTH-1:0] signal_in;
  output logic [WIDTH-1:0] signal_out;
  logic [WIDTH-1:0] signal_1d; 
  logic [WIDTH-1:0] signal_2d;
  always_ff @(posedge sclk) begin
    if(!resetn) begin
      signal_1d <= 'd0;
      signal_2d <= 'd0;
    end 
    else begin
      signal_1d <= signal_in;
      signal_2d <= signal_1d; 
    end   
  end
  logic [10:0] counter; 
  always_ff @(posedge sclk) begin
    if(!resetn) counter <= 'd0;
    else counter <= counter + 1'b1; 
  end
  wire sample = counter == 2000; 
  logic state[WIDTH];
  logic next_state[WIDTH]; 
  always_comb begin
    for(int i=0; i<WIDTH; i++) begin
      case(state[i])
        1'b0: begin 
          if(signal_2d[i]) next_state[i] = 1'b1; 
          else next_state[i] = 1'b0;
        end  
        1'b1: begin
          if(!signal_2d[i]) next_state[i] = 1'b0; 
          else next_state[i] = 1'b1; 
        end
      endcase
    end
  end
  always_ff @(posedge sclk) begin
    for(int i=0; i<WIDTH; i++) begin
      if(!resetn) state[i] <= 1'b0; 
      else if(sample) state[i] <= next_state[i];   
    end
  end
  always_comb begin
    for(int i=0; i<WIDTH; i++) begin
      signal_out[i] = state[i] == 1'b1; 
    end
  end   
endmodule
```
`run.sh`:
```
#!/bin/bash
# OpenROAD 26Q1-2900-gdf79404cd8, Yosys 0.63+post, stock flow scripts
make -C /OpenROAD-flow-scripts/flow DESIGN_CONFIG=/design/flow/config.mk WORK_HOME=/design/flow/orfs finish
```
`config.mk`:
```
export PLATFORM = sky130hd
export DESIGN_NAME = debounce
export DESIGN_NICKNAME = debounce
export VERILOG_FILES = /design/flow/design.v
export SDC_FILE = /design/flow/constraint.sdc
export NUM_CORES = 4
export LEC_CHECK = 1
export CORE_AREA = 10 10 81 81
export DIE_AREA = 0 0 91 91
```
`constraint.sdc`:
```
current_design debounce

set clk_period 2.0
set clk_io_pct 0.2

create_clock -name clk0 -period $clk_period [get_ports {sclk}]

set non_clock_inputs [all_inputs -no_clocks]
set_input_delay [expr $clk_period * $clk_io_pct] -clock clk0 $non_clock_inputs
set_output_delay [expr $clk_period * $clk_io_pct] -clock clk0 [all_outputs]
```
==> impl_metrics.env <==
# yosys + openroad results
export IMPL_route_antenna_diode_count=0
export IMPL_insertion_delay_ps=240
export IMPL_cts_resized=0
export IMPL_synthCells=62
export IMPL_yosysWarnings=3
export IMPL_grt_start_max_net_pins=11
export IMPL_top_cell="dfxtp_1"
export IMPL_total_power_w=0.0005849
export IMPL_post_synth_top_area_cell="dfxtp_1"
export IMPL_logic_area_um2=297.8
export IMPL_clk_pin_slew_ps=60
export IMPL_flop_cell="dfxtp_1"
export IMPL_crit_path_start="counter[0]"
export IMPL_drive_gt1_share_pct=10.14
export IMPL_fin_crit_ps=1497
export IMPL_worstMarginPinSlew_ps=267.3
export IMPL_vias=440
export IMPL_grt_antenna_before_repair=0
export IMPL_cts_htree_levels=1
export IMPL_hold_path_cell_count=1
export IMPL_overflow=0
export IMPL_firstDrtPassIters=2
export IMPL_status="complete, no violations"
export IMPL_port_buffers=3
export IMPL_cts_hold_buf=0
export IMPL_cp_start_kind="register"
export IMPL_ant_nets=0
export IMPL_dpl_hpwl_um=671.4
export IMPL_clock_sinks=14
export IMPL_gp_congestion=0.7264
export IMPL_holdWs_ps=431.7
export IMPL_finalWorstSetupSlack_ps=502.8
export IMPL_crit_required_ps=2170
export IMPL_first_global_vias=417
export IMPL_core_mm2=0.004817
export IMPL_initial_utilization_pct=12.31
export IMPL_fp_dieH_um=91
export IMPL_ys_types=21
export IMPL_path_max_fanout=6
export IMPL_ff2ff_path_depth=4
export IMPL_cts_setup_buffers=0
export IMPL_cts_tree="built"
export IMPL_async_reset_ff_share_pct=0
export IMPL_hold_start="signal_1d"
export IMPL_final_hold_violation_count=0
export IMPL_rsz0062_at_grt="no"
export IMPL_timing_rr_end="counter[10]"
export IMPL_cpPeakStageDelay_ps=490
export IMPL_r2r_start="counter[0]"
export IMPL_slowest_stage="or4_1"
export IMPL_synth_edff_count=0
export IMPL_numCtsBuffers=3
export IMPL_power_leakage_nw=0.2211
export IMPL_synth_top_area_share_pct=47.26
export IMPL_io_pins=4
export IMPL_grt_pass1_wl_um=1807
export IMPL_yosys_cells=62
export IMPL_nFillCells=551
export IMPL_row_count=25
export IMPL_track_usage_pct=2.466
export IMPL_wl_um=975
export IMPL_slew_viol_final=0
export IMPL_fmax_ghz=0.6679
export IMPL_endpoint_kind="register"
export IMPL_powerDensity_mw_per_mm2=767.6
export IMPL_dr_wl_met3_um=50
export IMPL_highest_layer="met3"
export IMPL_slew_headroom_pct=82.07
export IMPL_cpLargestDelayFamily="simple AND/OR/NAND/NOR gates"
export IMPL_period_used_pct=74.86
export IMPL_regToRegSetupSlack_ps=500
export IMPL_avgRoutedWirePerCell_um=7.169
export IMPL_tns_ps=0
export IMPL_cp_arrival_ps=1670
export IMPL_ys_seq_share_pct=47.26
export IMPL_die_w_um=91
export IMPL_synthesis_area_um2=593.1
export IMPL_ys_area_um2=593.1
export IMPL_syn_area_per_cell_um2=9.566
export IMPL_met1_length_um=545
export IMPL_common_cells="dfxtp_1, a21oi_1, nand2_1"
export IMPL_worstSetupPathType="register to register"
export IMPL_pre_cts_slack_ps=509.7
export IMPL_drt_initial_drc_count=8
export IMPL_crit_chain="ha_1 -> nand2_1 -> or4_1 -> a21oi_1"
export IMPL_setup_viol=0
export IMPL_dp_cells=132
export IMPL_dieArea_mm2=0.008281
export IMPL_worst_hold_path_endpoint="signal_2d"
export IMPL_skew_ps=0.9990
export IMPL_ys_ff=14
export IMPL_warnings=26
export IMPL_cts_buffer_depth=2
export IMPL_area_growth_pct=28.48
export IMPL_fin_cells=136
export IMPL_vias_per_cell=3.235
export IMPL_drv_cap=0
export IMPL_drc=0
export IMPL_peakVddDrop_mv=0.5155
export IMPL_wl_met2_um=379
export IMPL_critPathBufInv=0
export IMPL_regArea_um2=280.3
export IMPL_cts_root_buf="clkbuf_8"
export IMPL_hold_path_class="register to register"
export IMPL_area_leaders="dfxtp_1, nand3_4, a21oi_1, o31ai_1, or4_1"
-- metal layers --
layer  vias to the layer above  track usage (%)
li1                        235                -
met1                       198            3.629
met2                         7            3.461
met3                         0           0.9959
met4                         0           0.1305
met5                         -                0
-- final cells by class --
cell class / count / area share [%]
inverter: 4 / 1.970
clock buffer: 4 / 7.225
tap: 67 / 11.00
multi-input combinational: 44 / 39.08
sequential: 14 / 36.78
timing repair buffer: 3 / 3.941
-- worst register-to-register path, delay by kind of cell (launching register included) --
kind / cells / cell delay, ps
AOI/OAI and AO/OA: 1 / 140
DFF: 1 / 410
and+or+nand+nor: 2 / 630
adders and majority gates: 1 / 250
-- state kept, by name (all words and copies together), names as in the netlist --
| name | count |
|---|---|
| signal_1d | 1 |
| state | 1 |
| counter | 11 |
| signal_2d | 1 |
-- power by group --
| part | switching (W) | internal (W) | leakage (nW) |
|---|---|---|---|
| registers | 0.00000779 | 0.000286 | 0.114 |
| logic | 0.0000103 | 0.0000106 | 0.0785 |
| clock network | 0.0000960 | 0.000174 | 0.0288 |
| total | 0.000114 | 0.000471 | 0.221 |
-- kinds of logic (layout without fill, tap and decap cells) --
family	after synthesis	count (layout)	synth area share [%]
multiplexers	1	1	1.688
flip-flops	14	14	47.26
buffers and inverters	4	11	2.531
XOR/XNOR	3	3	4.431
AND/OR/NAND/NOR	26	26	28.06
adder cells (fa/ha/maj)	2	2	4.219
AND-OR/OR-AND	12	12	11.81
-- stage by stage --
step           cell area [um^2]  util [%]
5_1_grt                   762.0     15.82
3_5_place_dp              706.9     14.68
6_report                  762.0     15.82
4_1_cts                   762.0     15.82
2_1_floorplan             593.1         -
3_3_place_gp              706.9     14.68
-- worst max path at each step --
stage,endpoint,slack [ps],cells after the start
after CTS,counter[10],510,4
after global routing,counter[10],400,4
final,counter[10],500,4
-- placed cells by master, fill, tap and decap left out --
cell | synthesis | layout
dfxtp_1 | 14 | 14
or3_1 | 1 | 1
nor3_1 | 1 | 1
mux2i_1 | 1 | 1
nor2_1 | 4 | 4
clkinv_1 | 1 | 1
a21oi_1 | 6 | 6
clkbuf_8 | 0 | 4
xor2_1 | 2 | 2
nand3_1 | 2 | 2
or3_2 | 1 | 1
xnor2_1 | 1 | 1
o21ai_0 | 2 | 2
or4_1 | 4 | 4
o31ai_1 | 4 | 4
inv_1 | 3 | 3
or4b_1 | 1 | 1
nand3_4 | 2 | 2
nand2_1 | 6 | 6
nand4_1 | 1 | 1
clkdlybuf4s50_1 | 0 | 3
ha_1 | 2 | 2
and2_1 | 3 | 3
Power is estimated from default activity; no workload was simulated.
